===== flow/design.v =====
module randomizer(
    input   [15:0]          rand_data, 
    input   [15:0]          inst, 
    output  [15:0]          rand_inst
);
parameter mask_gen1 = 16'b0000111111111000,
		  mask_gen2 = 16'b0000111111111111,
		  mask_gen3 = 16'b0000000111111000;  
parameter processor_reg0 = 3'b000, processor_reg1 = 3'b001;
parameter NOP = 4'b0000, ADD = 4'b0001, SUB = 4'b0010, AND = 4'b0011,
		  OR = 4'b0100, XOR = 4'b0101, SL = 4'b0110, SR = 4'b0111,
		  SRU = 4'b1000, ADDI = 4'b1001, LD = 4'b1010, ST = 4'b1011,
		  BZ = 4'b1100;
reg [15:0] i_rand_inst ;
reg [15:0] mask_gen ;
always @(inst or rand_data or i_rand_inst) begin
	case(inst[15:12])
		(NOP): mask_gen = mask_gen1;
		(ADD): mask_gen = mask_gen1; 
		(SUB): mask_gen = mask_gen1;
		(AND): mask_gen = mask_gen1;
		(OR):  mask_gen = mask_gen1;
		(XOR): mask_gen = mask_gen1;
		(SL):  mask_gen = mask_gen1;
		(SR):  mask_gen = mask_gen1;
		(SRU): mask_gen = mask_gen1;
		(ADDI):mask_gen = mask_gen2;
		(LD):  mask_gen = mask_gen2;
		(ST):  mask_gen = mask_gen2;
		(BZ):  mask_gen = mask_gen3; 
		default:begin
            mask_gen = 16'b0; 
		end
	endcase
	i_rand_inst = (inst & (~mask_gen)) | (rand_data & mask_gen);
	if (i_rand_inst[15:12] != BZ) begin
		if (i_rand_inst[11:9] == processor_reg0) begin
			i_rand_inst[11:9] = processor_reg1;
		end
	end
end
assign rand_inst = i_rand_inst;
endmodule  

===== flow/config.mk =====
export PLATFORM = sky130hd
export DESIGN_NAME = randomizer
export DESIGN_NICKNAME = randomizer
export VERILOG_FILES = /design/flow/design.v
export SDC_FILE = /design/flow/constraint.sdc
export NUM_CORES = 4
export LEC_CHECK = 1
export CORE_AREA = 10 10 70 70
export DIE_AREA = 0 0 80 80

===== flow/run.sh =====
#!/bin/bash
# OpenROAD 26Q1-2900-gdf79404cd8, Yosys 0.63+post, stock flow scripts
make -C /OpenROAD-flow-scripts/flow DESIGN_CONFIG=/design/flow/config.mk WORK_HOME=/design/flow/orfs finish

===== flow/constraint.sdc =====
current_design randomizer

set clk_period 2.5
set clk_io_pct 0.2

create_clock -name clk0 -period $clk_period

set non_clock_inputs [all_inputs -no_clocks]
set_input_delay [expr $clk_period * $clk_io_pct] -clock clk0 $non_clock_inputs
set_output_delay [expr $clk_period * $clk_io_pct] -clock clk0 [all_outputs]

==> reports/summary.txt <==
Min Tclk post-route = 2409 ps
Clk_buf instances = 0
CP arrival = 1910 ps
Avg WL per Cell = 12.93 um
Seq. cell area = 0 um^2
Initial antenna violation count = 0
Hold path start = inst[13]
Diodes inserted = 0
Mux area share = 62.90%
M1 GR Usage = 5.274%
Power, Total = 0.0001164 W
Vias/cell = 3.080
AND-OR/OR-AND Cells, Area Fraction = 6.989%
Pwr/cell area = 157.7 nW/um^2
GRT busiest layer = met2
CP Data Required Time = 2000 ps
Yosys top cell by area = mux2_4
Die Size = 6400 um^2
Post-synthesis simple-gate area fraction = 12.37%
Final WL = 1.461 mm
Post-DRT Antenna Nets = 0
CP Launch Type = input port
Mapped Area = 232.7 um^2
Flop count = 0
Ratio of cells with drive above 1 in the final layout = 31.34%
Slew of the pin with the lowest slew margin = 197.3 ps
Die Ht = 80 um
Post-route cell area = 738.2 um^2
Leakage = 0.2932 nW
Vias post-DR = 348
Critical path type = input port to primary output
Post-CTS setup buffers = 0
Most instantiated logic cells after routing = 40 x clkdlybuf4s50_1, 6 x mux2_4, 5 x mux2_2, 5 x buf_4, 4 x dlygate4sd2_1
Buffers on Ports = 44
Iteration-0 DRC Markers = 8
Min-Delay Path Depth = 2
Vias in the first global route = 366
XOR Share, Synth = 0%
Fin crit share = 96.34%
Max Fclk = 0.4152 GHz
Hold Violations, Final = 0
YS chip area = 232.7 um^2
Post-DP HPWL = 1.336 mm
Drc violations = 0
Max-cap violations = 0
Fillers = 381
Area growth syn-to-layout = 217.2%
Cell row count = 21
Met2 Resource Use GR = 5.377%
Most frequent logic cell in the layout = clkdlybuf4s50_1
Adder Area Share = 0%
GR Util met3 = 2.727%
Hold_buf cts = 0
Unrepaired setup endpoints after global routing = false
Core area = 3416 um^2
Critical Path Fanout Max = 6
Normalized max-slew margin = 86.83%
Post-Synthesis Cells = 23
Status = complete, no violations
Syn. warnings = 1
Post-synth cell types = 11
Boundary pin count = 48
Syn avg cell area = 10.12 um^2
Congestion Overflow GR = 0
First-pass GRT wire length = 1.966 mm
RePlAce Congestion = 0.8651
Final number of setup-violating endpoints = 0
Max rail drop VDD = 0.03866 mV
Ys cells = 23
Share of the synthesized area in the top cell type = 38.71%
Area of placed instances = 726.9 um^2
Setup crit end kind = primary output
Initial Util = 6.813%
GRT Util Overall = 3.948%
WHS = 1663 ps
Hold Path Sink = rand_inst[13]
Dominant comb cell = multiplexers
Log Warnings = 36
Synth Seq Share = 0%
Largest cells by area after synthesis = mux2_4 39%, mux2_2 24%, buf_4 13%, buf_6 4.8%, o32a_2 4.8%
Min-Delay Path Class = input port to primary output
Die width = 80 um
Pre-antenna DRT Iters = 2
Max-slew violations = 0
Largest net degree at the start of global routing = 7
worst max-delay path by stage:
stage / from / end / slack (ps) / cells past startpoint
4_1_cts: inst[13] / rand_inst[1] / 80 / 6
5_1_grt: inst[14] / rand_inst[5] / 8 / 5
6_report: inst[13] / rand_inst[5] / 90 / 5
per-layer routing:
layer	wire length, um	part of all wire (%)
met1	678	46
met2	482	33
met3	300	21
met4	0	0
met5	0	0
synthesized netlist by cell type, drive strengths merged:
cell / count
or2: 1
nand2: 1
buf: 5
mux2: 11
nor3b: 1
nor3: 1
o32a: 1
nor2: 1
o21ai: 1
worst max-delay path: stages:
cell and delay (ps):
dlygate4sd2_1 260, nor2_2 200, or2_4 230, mux2_4 300, clkdlybuf4s50_1 410
cells by family (layout without fill, tap and decap cells):
family | Yosys count | after routing
and+or+nand+nor | 5 | 5
buffers and inverters | 5 | 49
AOI/OAI and AO/OA | 2 | 2
muxes | 11 | 11
final cells by class:
class	instances	area, um^2	share of cell area (%)
Tap cell	46	57.56	7.797
Multi-Input combinational cell	18	207.7	28.14
Timing Repair Buffer	49	473.0	64.07
per-stage QoR:
step           util (%)  setup TNS [ps]  cells  worst slack, ps
3_3_place_gp      21.28           -1930    113           -231.7
4_1_cts           21.61               0    113            75.88
2_1_floorplan         -               0     23            786.6
3_5_place_dp      21.28           -1999    113           -238.1
5_1_grt           21.61               0    113            8.360
6_report          21.61               0    113            91.42
repair_timing:
item	in CTS	in global routing
gates resized	8	0
setup endpoints to repair	10	0
hold endpoints to repair	0	0
power breakdown:
| group | switching (W) | leakage, nW | internal [W] | total (W) |
|---|---|---|---|---|
| logic | 0.0000245 | 0.293 | 0.0000919 | 0.000116 |
| registers | 0 | 0 | 0 | 0 |
| clock network | 0 | 0 | 0 | 0 |
No activity file was given, so power comes from the tool's default toggle rates.
