## design/flow/config.mk

```make
export PLATFORM = sky130hd
export DESIGN_NAME = ID_stage
export DESIGN_NICKNAME = ID_stage
export VERILOG_FILES = /design/flow/design.v
export SDC_FILE = /design/flow/constraint.sdc
export NUM_CORES = 4
export LEC_CHECK = 1
export CORE_UTILIZATION = 50
```

## design/flow/constraint.sdc

```tcl
current_design ID_stage

set clk_period 3.8
set clk_io_pct 0.2

create_clock -name clk0 -period $clk_period [get_ports {clk}]

set non_clock_inputs [all_inputs -no_clocks]
set_input_delay [expr $clk_period * $clk_io_pct] -clock clk0 $non_clock_inputs
set_output_delay [expr $clk_period * $clk_io_pct] -clock clk0 [all_outputs]
```

## design/flow/design.v

```verilog
`timescale 1ns/1ps
module ID_stage
(
	input					clk,
	input					rst,
	input					instruction_decode_en,
	output	reg	[56:0]		pipeline_reg_out,	 
	input		[15:0]		instruction,
	output		[5:0]		branch_offset_imm,
	output	reg				branch_taken,
	output		[2:0]		reg_read_addr_1,	 
	output		[2:0]		reg_read_addr_2,	 
	input		[15:0]		reg_read_data_1,	 
	input		[15:0]		reg_read_data_2,	 
	output		[2:0]		decoding_op_src1,		 
	output		[2:0]		decoding_op_src2		 
);
	reg		[15:0]		instruction_reg;
	wire	[3:0]		ir_op_code;		 
	wire	[2:0]		ir_dest;		 
	wire	[2:0]		ir_src1;		 
	wire	[2:0]		ir_src2;		 
	wire	[5:0]		ir_imm;			 
	reg					write_back_en;			 
	wire	[2:0]		write_back_dest;		 
	reg					write_back_result_mux;	 
	wire				mem_write_en;		
	wire	[15:0]		mem_write_data;
	reg		[2:0]		ex_alu_cmd;				 
	wire	[15:0]		ex_alu_src1;
	wire	[15:0]		ex_alu_src2;
	reg					alu_src2_mux;			 
	wire				decoding_op_is_branch;	 
	wire				decoding_op_is_store;	 
	wire	[3:0]		ir_op_code_with_bubble;
	wire	[2:0]		ir_dest_with_bubble;
	always @ (posedge clk or posedge rst) begin
		if(rst) begin
			instruction_reg <= 0;
		end
		else begin
			if(instruction_decode_en) begin
				instruction_reg <= instruction;
			end
		end
	end
	assign ir_op_code = instruction_reg[15:12];
	assign ir_dest = instruction_reg[11: 9];
	assign ir_src1 = instruction_reg[ 8: 6];
	assign ir_src2 = (decoding_op_is_store)? instruction_reg[11: 9] : instruction_reg[ 5: 3];
	assign ir_imm  = instruction_reg[ 5: 0];
	assign ir_op_code_with_bubble = ( instruction_decode_en )?  ir_op_code : 0;
	assign ir_dest_with_bubble = ( instruction_decode_en )?  ir_dest : 0;
	always @ (*) begin
		if(rst) begin
			write_back_en			= 0;	 
			write_back_result_mux	= 0;	 
			ex_alu_cmd				= 0;	 
			alu_src2_mux			= 0;	 
		end
		else begin
			case( ir_op_code_with_bubble )
				4'b0000	:
					begin
						write_back_en			= 0;		 
						write_back_result_mux	= 1'bx;		 
						ex_alu_cmd				= 3'bxxx;	 
						alu_src2_mux			= 1'b0;		 
					end
				4'b0001	:
					begin
						write_back_en			= 1;		 
						write_back_result_mux	= 0;		 
						ex_alu_cmd				= 3'b000;	 
						alu_src2_mux			= 0;		 
					end
				4'b0010	:
					begin
						write_back_en			= 1;		 
						write_back_result_mux	= 0;		 
						ex_alu_cmd				= 3'b001;	 
						alu_src2_mux			= 0;		 
					end
				4'b0011	:
					begin
						write_back_en			= 1;		 
						write_back_result_mux	= 0;		 
						ex_alu_cmd				= 3'b010;	 
						alu_src2_mux			= 0;		 
					end
				4'b0100	:
					begin
						write_back_en			= 1;		 
						write_back_result_mux	= 0;		 
						ex_alu_cmd				= 3'b011;	 
						alu_src2_mux			= 0;		 
					end
				4'b0101	:
					begin
						write_back_en			= 1;		 
						write_back_result_mux	= 0;		 
						ex_alu_cmd				= 3'b100;	 
						alu_src2_mux			= 1'b0;		 
					end
				4'b0110	:
					begin
						write_back_en			= 1;		 
						write_back_result_mux	= 0;		 
						ex_alu_cmd				= 3'b101;	 
						alu_src2_mux			= 0;		 
					end
				4'b0111	:
					begin
						write_back_en			= 1;		 
						write_back_result_mux	= 0;		 
						ex_alu_cmd				= 3'b110;	 
						alu_src2_mux			= 0;		 
					end
				4'b1000	:
					begin
						write_back_en			= 1;		 
						write_back_result_mux	= 0;		 
						ex_alu_cmd				= 3'b111;	 
						alu_src2_mux			= 0;		 
					end
				4'b1001:
					begin
						write_back_en			= 1;		 
						write_back_result_mux	= 0;		 
						ex_alu_cmd				= 3'b000;	 
						alu_src2_mux			= 1;		 
					end
				4'b1010	:
					begin
						write_back_en			= 1;		 
						write_back_result_mux	= 1;		 
						ex_alu_cmd				= 3'b000;	 
						alu_src2_mux			= 1;		 
					end
				4'b1011	:
					begin
						write_back_en			= 0;		 
						write_back_result_mux	= 1'bx;		 
						ex_alu_cmd				= 3'b000;	 
						alu_src2_mux			= 1;		 
					end
				4'b1100	:
					begin
						write_back_en			= 0;		 
						write_back_result_mux	= 1'bx;		 
						ex_alu_cmd				= 3'bxxx;	 
						alu_src2_mux			= 1;		 
					end
				default	:
					begin
						write_back_en			= 0;		 
						write_back_result_mux	= 1'bx;		 
						ex_alu_cmd				= 3'bxxx;	 
						alu_src2_mux			= 1'b0;		 
					end
			endcase
		end
	end
	assign decoding_op_is_branch = ( ir_op_code == 4'b1100 )? 1 : 0;	 
	assign decoding_op_is_store	= ( ir_op_code == 4'b1011 )? 1 : 0;	 
	assign mem_write_data = reg_read_data_2;
	assign mem_write_en = decoding_op_is_store;
	assign write_back_dest = ir_dest_with_bubble;
	assign ex_alu_src1 = reg_read_data_1;
	assign ex_alu_src2 = (alu_src2_mux)? {{10{ir_imm[5]}},ir_imm} : reg_read_data_2;
	always @ (posedge clk or posedge rst) begin
		if(rst) begin
			pipeline_reg_out[56:0] <= 0;
		end
		else begin
			pipeline_reg_out[56:0] <= {
				ex_alu_cmd[2:0],		 
				ex_alu_src1[15:0],		 
				ex_alu_src2[15:0],		 
				mem_write_en, 			 
				mem_write_data[15:0],	 
				write_back_en, 			 
				write_back_dest[2:0], 	 
				write_back_result_mux 	 
				};
		end
	end
	assign reg_read_addr_1 = ir_src1;
	assign reg_read_addr_2 = ir_src2;
	always @ (*) begin
		if(decoding_op_is_branch) begin
			case( ir_dest_with_bubble )
				3'b000	:
					begin
						if(reg_read_data_1 == 0)
							branch_taken = 1;
						else
							branch_taken = 0;
					end
				default:
					begin
						branch_taken = 0;
					end
			endcase
		end
		else begin
			branch_taken = 0;
		end
	end
	assign branch_offset_imm = ir_imm;
	assign decoding_op_src1 = ir_src1;
	assign decoding_op_src2 = (
					ir_op_code == 4'b0000 	||
					ir_op_code == 4'b1001 	||
					ir_op_code == 4'b1010 	||
					ir_op_code == 4'b1100 	
					)?
					3'b000 : ir_src2;
endmodule 
```

## design/flow/run.sh

```bash
#!/bin/bash
# OpenROAD 26Q1-2900-gdf79404cd8, Yosys 0.63+post, stock flow scripts
make -C /OpenROAD-flow-scripts/flow DESIGN_CONFIG=/design/flow/config.mk WORK_HOME=/design/flow/orfs finish
```

==> reports/metrics.csv <==
stage,metric,value,unit
yosys,number of unique standard cell types used by synthesis,36,
final_timing,final setup skew,0.0101,ns
placed_design,pre-CTS setup slack,0.593,ns
drt,number of DRC violations after detailed-routing iteration 0,102,
power,Pleak,1.77,nW
yosys,Yosys Instances,181,
worst_setup_path,Crit path arrival time,2.45,ns
yosys,fraction of post-synthesis cell area in the top cell type by area,68.7,%
yosys,number of flip-flops and latches in the synthesized netlist,73,
global_route,initial antenna violation count,0,
die,overall die width,74.9,µm
clocking,maximum count of clock buffers along a single path,2,
global_route,total congestion overflow,0,
final_timing,Final Hold Violating Endpoints,0,
drt,via density per instance,4.92,
yosys,average cell area after synthesis,14.7,µm²
die,floorplan utilization,52.1,%
drt,number of nets with antenna violations after detailed routing,0,
final_timing,final count of pins violating max slew,0,
status,status,finished clean,
drt,final WL,5740,µm
worst_setup_path,critical path data required time,3.04,ns
worst_hold_path,path class of the lowest-slack min-delay path,reg2reg,
final_timing,worst max-slew margin expressed relative to the limit,58.9,%
final_timing,Setup TNS,0,ns
drt,antenna diode instance count,0,
die,count of pins on the block boundary,127,
worst_setup_path,Crit Path Category,in2out,
final_timing,"crit path setup slack, layout",0.590,ns
final_timing,Fmax,0.312,GHz
placed_design,PortBufs,126,
clocking,PostCTS Resize Cnt,0,
yosys,gate count after technology mapping,181,
final_layout,Filler Cells Inserted,331,
global_route,maximum number of pins on one net before global-route repair,45,
yosys,summed standard-cell area reported by yosys,2660,µm²
drt,Avg WL per Cell,15.3,µm
clocking,Clock Pin Slew Worst Setup and Hold Paths,0.08,ns
final_timing,hold_ws,0.536,ns
clocking,CTS tree,done,
clocking,clock latency (worst-skew pair),0.34,ns
worst_setup_path,top fanout value on the critical path,2,
yosys,Yosys top cell by area,dfrtp_1,
final_timing,time the worst path needs with I/O delays and setup,3.21,ns
yosys,synth warn,1,
final_timing,worst slew pin tran,0.616,ns
placed_design,Final HPWL DP,4050,µm
power,PD cells,426,nW/µm²
flow_run,OpenROAD warning count,26,
worst_setup_path,reg-to-reg critical path endpoint,pipeline_reg_out[22],
final_layout,proportion of layout cells with a drive suffix above 1,16.1,%
worst_hold_path,endpoint of the worst hold path,pipeline_reg_out[23],
placed_design,gp weighted congestion,0.830,
clocking,total clock buffers created by CTS,9,
die,row count,26,
yosys,most used standard cells in the synthesized netlist,"73 x dfrtp_1, 21 x mux2_2, 12 x buf_4, 10 x a21o_1, 6 x nand2_1",
final_layout,final standard cell utilization of the core,79.5,%
yosys,synthesized cell area,2660,µm²
yosys,top cell type by instance count after synthesis,dfrtp_1,
yosys,Dominant flop cell,dfrtp_1,
worst_setup_path,register-to-register path setup slack,2.06,ns
global_route,global-route wire length before repair,8820,µm
final_timing,final-report setup violation count,0,
drt,first-pass iteration count of the detailed router,4,
clocking,hold buffer count at CTS,0,
yosys,fraction of synthesis flops using an asynchronous set or reset pin,100,%
power,VDD IR-drop max,0.251,mV
worst_setup_path,nature of the critical path endpoint,primary output,
yosys,Synth area leaders,"dfrtp_1 69%, mux2_2 8.9%, buf_4 3.4%, a21o_1 2.8%, buf_6 2.1%",
global_route,GRT Total Usage,21.9,%
worst_hold_path,number of cells on the worst hold path,1,
global_route,number of global-route vias before repair,1742,
drt,vias after detailed routing,1839,
die,die area,5610,µm²
final_timing,share of the cycle needed by the critical path after routing,84.5,%
clocking,number of H-tree branching levels,3,
worst_setup_path,Reg-to-Reg Start,instruction_reg[13],
clocking,number of sinks handled by clock tree synthesis,73,
worst_setup_path,r2r worst-path depth,3,
final_timing,RSZ-0062 raised after global routing,no,
clocking,buffer cell driving the clock tree root,clkbuf_8,
worst_hold_path,hold path start,instruction_reg[1],
yosys,sequential cell area fraction in the yosys report,68.7,%
final_layout,area delta synth->final,52.7,%
yosys,"EDFF count, synth",0,
worst_setup_path,critical path launch point type,input port,
die,chip height,74.9,µm
flow_run,max-cap violation count,0,
final_layout,max reg flops,57,
drt,remaining routing DRC violations,0,
clocking,setup bufs post-CTS,0,
die,area of the core region,5110,µm²
==> worst max path at each step <==
stage                     endpoint                start  cells past startpoint  slack (ns)
after CTS             branch_taken   reg_read_data_1[1]                      5        0.58
after global routing  branch_taken  reg_read_data_1[11]                      5        0.48
final                 branch_taken   reg_read_data_1[1]                      5        0.59
==> worst max-delay path: stages <==
cell and delay (ns):
clkdlybuf4s50_1 0.44, nor4_1 0.31, nand2_1 0.11, nor4_1 0.31, clkdlybuf4s50_1 0.52
==> logic make-up (layout without fill, tap and decap cells) <==
kind of cell,after synthesis,in the layout,synth area share (%)
multiplexers,22,22,9.27
AND-OR/OR-AND,26,26,6.73
XOR/XNOR,2,2,0.659
flip-flops,73,73,68.7
buffers and inverters,26,149,6.92
AND/OR/NAND/NOR,32,32,7.72
==> cells in the final DEF (no fill, tap or decap), types with 3 or more instances in the layout <==
cell and instances:
clkdlybuf4s50_1 126, dfrtp_1 73, mux2_2 21, a21o_1 10, clkbuf_8 10, nand2_1 6
nor2_1 4, inv_1 4, o22ai_1 4, nor4_1 4, o21ai_0 4, and2_1 3
a22oi_1 3
==> per-stage QoR <==
step / instances / power, mW / area (µm²)
final: 374 / 1.73 / 4060
after global routing: 374 / 1.81 / 4060
after CTS: 374 / 1.75 / 4060
after detailed placement: 358 / 1.14 / 3860
after global placement: 358 / 1.13 / 3860
after floorplan: 181 / 0.969 / 2660
==> layout make-up <==
| type | instances | area [µm²] | share of cell area, % |
|---|---|---|---|
| Clock inverter | 6 | 65.1 | 1.60 |
| Sequential cell | 73 | 1830 | 45.0 |
| Timing Repair Buffer | 128 | 1280 | 31.4 |
| Multi-Input combinational cell | 82 | 648 | 16.0 |
| Tap cell | 70 | 87.6 | 2.16 |
| Clock buffer | 10 | 138 | 3.39 |
| Inverter | 5 | 18.8 | 0.462 |
==> where the power goes <==
group | internal [mW] | total (mW) | switching (mW)
combinational | 0.185 | 0.257 | 0.0720
sequential | 0.829 | 0.864 | 0.0349
clock | 0.323 | 0.609 | 0.285
==> routing by layer <==
metal	part of all wire, %	track usage, %	up-vias
met3	9.1	5.56	8
met2	47	32.4	86
met4	1.3	3.77	0
li1	-	-	851
met5	0	0	-
met1	43	35.7	894
No activity file was given, so power comes from the tool's default toggle rates.
