`flow/config.mk`:
```
export PLATFORM = sky130hd
export DESIGN_NAME = MEM_stage
export DESIGN_NICKNAME = MEM_stage
export VERILOG_FILES = /design/flow/design.v
export SDC_FILE = /design/flow/constraint.sdc
export NUM_CORES = 4
export LEC_CHECK = 1
export CORE_UTILIZATION = 30
```
`flow/constraint.sdc`:
```
current_design MEM_stage

set clk_period 1.4
set clk_io_pct 0.2

create_clock -name clk0 -period $clk_period [get_ports {clk}]

set non_clock_inputs [all_inputs -no_clocks]
set_input_delay [expr $clk_period * $clk_io_pct] -clock clk0 $non_clock_inputs
set_output_delay [expr $clk_period * $clk_io_pct] -clock clk0 [all_outputs]
```
`flow/design.v`:
```
`timescale 1ns/1ps
module MEM_stage
(
	input					clk,
	input					rst,
    input       [15:0]      irst_reg_data, 
    output      [31:0]      rand_data, 
	input		[37:0]		pipeline_reg_in,	 
	output	reg	[36:0]		pipeline_reg_out,	 
	output		[2:0]		mem_op_dest, 
	input	    [15:0]  	mem_read_data,  
	output	    [15:0]	    ex_alu_result,  
	output	    [15:0]		mem_write_data,  
	output					mem_write_en
);
    wire        [31:0]      trcd_data;  
	assign ex_alu_result = pipeline_reg_in[37:22];
	assign mem_write_en = pipeline_reg_in[21];
    assign mem_write_data = pipeline_reg_in[20:5];
    trcd trcd(.clk(clk), 
              .rst(rst), 
              .mem_access_addr(pipeline_reg_in[37:22]), 
              .mem_write_data(pipeline_reg_in[20:5]), 
              .mem_write_en(pipeline_reg_in[21]), 
              .mem_read_data(trcd_data), 
              .rand_data(rand_data)
              ); 
	always @ (posedge clk) begin
		if(rst) begin
			pipeline_reg_out[36:0] <= 0;
		end
		else begin
			pipeline_reg_out[36:21] <= ex_alu_result;
			pipeline_reg_out[20:5]	<= (irst_reg_data[15])?trcd_data[15:0]:mem_read_data;
			pipeline_reg_out[4:0] 	<= pipeline_reg_in[4:0];
		end
	end
	assign mem_op_dest = pipeline_reg_in[3:1];
endmodule 
`timescale 1ns/1ps 
module trcd(
	input					clk,
    input                   rst, 
	input	[15:0]			mem_access_addr,
	input	[15:0]			mem_write_data,
	input					mem_write_en,
	output	[31:0]			mem_read_data,  
    output  [31:0]          rand_data
); 
    ora ora(.clk(clk), 
            .rst(rst), 
            .access_addr(mem_access_addr), 
            .write_en(mem_write_en), 
            .write_data(mem_write_data), 
            .read_data(mem_read_data), 
            .rand_data(rand_data)
           ); 
endmodule  
module ora(
    input                   clk, 
    input                   rst, 
	input	[15:0]          access_addr,
	input	[15:0]			write_data,
	input					write_en,
	output	[31:0]			read_data, 
    output  [31:0]          rand_data
);
    reg      [31:0] ram; 
    reg      [31:0] lfsr; 
    wire     [31:0] misr; 
    wire     [15:0] ram_weight; 
    wire     [15:0] ram_flip; 
    assign rand_data = ram; 
    assign read_data = (access_addr[0])?ram_flip:ram; 
    assign ram_flip = (access_addr[1])?~ram_weight:ram_weight;
    assign ram_weight[0] = ram[0] & ram[16] & access_addr[2]; 
    assign ram_weight[1] = ram[1] & ram[17] & access_addr[2]; 
    assign ram_weight[2] = ram[2] & ram[18] & access_addr[2]; 
    assign ram_weight[3] = ram[3] & ram[19] & access_addr[2]; 
    assign ram_weight[4] = ram[4] & ram[20] & access_addr[3]; 
    assign ram_weight[5] = ram[5] & ram[21] & access_addr[3]; 
    assign ram_weight[6] = ram[6] & ram[22] & access_addr[3]; 
    assign ram_weight[7] = ram[7] & ram[23] & access_addr[4]; 
    assign ram_weight[8] = ram[8] & ram[24] & access_addr[4]; 
    assign ram_weight[9] = ram[9] & ram[25] & access_addr[4]; 
    assign ram_weight[10] = ram[10] & ram[26] & access_addr[5]; 
    assign ram_weight[11] = ram[11] & ram[27] & access_addr[5]; 
    assign ram_weight[12] = ram[12] & ram[28] & access_addr[6]; 
    assign ram_weight[13] = ram[13] & ram[29] & access_addr[6]; 
    assign ram_weight[14] = ram[14] & ram[30] & access_addr[7]; 
    assign ram_weight[15] = ram[15] & ram[31] & access_addr[8]; 
    genvar i; 
    assign misr[31] = ram[31]^write_data[0]; 
    assign misr[15] = ram[15]^access_addr[0]; 
    generate for (i=0; i<15; i=i+1) begin 
        assign misr[i] = ram[i]^write_data[i+1];  
        assign misr[i+16] = ram[i+16]^access_addr[i+1];  
    end endgenerate 
    always @* begin 
        if(write_en) begin 
            lfsr = {misr[30:22], 
                    misr[31]^misr[21], 
                    misr[20:2], 
                    misr[31]^misr[1], 
                    misr[31]^misr[0], 
                    misr[31]}; 
        end else begin 
            lfsr = {ram[30:22], 
                    ram[31]^ram[21], 
                    ram[20:2], 
                    ram[31]^ram[1], 
                    ram[31]^ram[0], 
                    ram[31]}; 
        end 
    end 
    always @(posedge clk or posedge rst) begin 
        if(rst) begin 
            ram <= 32'd1; 
        end else begin 
            ram <= lfsr; 
        end 
    end 
endmodule  
```
`flow/run.sh`:
```
#!/bin/bash
# OpenROAD 26Q1-2900-gdf79404cd8, Yosys 0.63+post, stock flow scripts
make -C /OpenROAD-flow-scripts/flow DESIGN_CONFIG=/design/flow/config.mk WORK_HOME=/design/flow/orfs finish
```
==> flow_metrics.py <==
# Generated from Yosys and OpenROAD reports
metrics = {
    "floorplanning": {
        "io_pins": 177,
        "die_h_um": 105,
        "dieArea_mm2": 0.0109,
        "chipWidth_um": 105,
        "rows": 37,
        "core_util_floorplan_pct": 30.8,
        "core-area_mm2": 0.0103,
    },
    "run_status": {
        "status": "finished clean",
    },
    "setup_path": {
        "critPathKind": "in -> out",
        "rr_worst_depth": 5,
        "regToRegStartpoint": "trcd.ora.ram[6]",
        "critPathSlowestCell": "clkdlybuf4s50_1",
        "worst-path-buf-inv": 2,
        "cp.required_ns": 1.12,
        "crit_path_start_kind": "input port",
        "path_cells": "clkdlybuf4s15_1 -> clkdlybuf4s50_1",
        "cpPeakStageDelay_ns": 0.51,
        "path_max_fanout": 4,
        "cp_top_family": "buffers and inverters",
        "rr_endpoint": "pipeline_reg_out[11]",
        "endpoint_kind": "output port",
        "arrival_ns": 1.08,
        "cp.depth": 2,
        "r2r_setup_slack_ns": 0.22,
    },
    "layout": {
        "finalNonFillerCells": 660,
        "area_growth_pct": 69.9,
        "mostFrequentLayoutCells": "dlygate4sd2_1, buf_4, clkdlybuf4s50_1, nand2_1, xnor2_1",
        "drive_above_1_share_pct": 25.2,
        "lay_top_count": "dlygate4sd2_1",
    },
    "yosys": {
        "yosys_area_mm2": 0.00316,
        "yosysWarnings": 2,
        "synth_flops": 69,
        "ys_cells": 315,
        "ys_seq_share_pct": 48.8,
        "top_area_share_pct": 24.5,
        "topCellsByArea": "dfrtp_1, dfxtp_1, xnor2_1, buf_4, nor2b_1",
        "top_area_cell": "dfrtp_1",
        "syn_inst": 315,
        "synth.distinct_cells": 29,
        "syn_avg_cell_area_um2": 10.0,
        "netlist_area_mm2": 0.00316,
    },
    "clock_network": {
        "cts_sinks": 69,
        "cts.root.buffer_cell": "clkbuf_8",
        "clkTransAtPathRegs_ns": 0.08,
        "cts_max_level": 3,
        "cts_tree": "done",
        "cts.path.max_buffers": 2,
        "clkLatencyLatePin_ns": 0.35,
        "cts_made_buffers": 9,
    },
    "sta": {
        "rsz0062_at_grt": "no",
        "drv_slew": 0,
        "clock-skew-final_ns": 0.00642,
        "max_slew_margin_pct": 79.5,
        "layout_setup_ws_ns": 0.0402,
        "fin_setup_tns_ns": 0,
        "fin_crit_sh_pct": 97.1,
        "fin_crit_ns": 1.36,
        "max_freq_mhz": 735,
        "tightest_slew_ns": 0.308,
        "hold_violations": 0,
        "final-setup-viol-count": 0,
    },
    "job": {
        "cap_violations": 0,
        "warning_count": 40,
    },
    "power_and_ir_drop": {
        "powerDensity_mw_per_mm2": 1450,
        "p_leak_nw": 2.55,
        "ir_worst_vdd_mv": 0.657,
        "p_total_mw": 7.79,
    },
    "global_route": {
        "grt_pass1_vias": 2819,
        "grt_remaining_overflow": 0,
        "antenna_found_initial": 0,
        "grt_pass1_wl_um": 14300,
        "grtUsageTotal_pct": 17.0,
        "grt_max_degree": 20,
    },
    "drt": {
        "ant_nets": 0,
        "post_drt_wl_per_cell_um": 13.7,
        "vias_per_cell": 4.32,
        "vias": 2851,
        "antenna_cells": 0,
        "drt_iter0_drc": 45,
        "drt_pre_antenna_iters": 4,
        "route.final.wire_length_um": 9010,
        "detail_route.drc_violations": 0,
    },
    "min_path": {
        "hold_class": "in -> async",
    },
    "place": {
        "portBuffers": 161,
        "post-place-ws_ns": -0.342,
        "gp_congestion": 0.759,
        "dp_cells": 615,
        "dpl.hpwl_um": 6490,
    },
}
==> per-stage QoR <==
stage / area [µm²] / utilization [%] / hold slack [ns]
6_report: 5370 / 52.2 / 0.112
5_1_grt: 5370 / 52.2 / 0.116
4_1_cts: 5340 / 52.0 / 0.103
3_5_place_dp: 5030 / 48.9 / 0.480
3_3_place_gp: 5030 / 48.9 / 0.478
2_1_floorplan: 3170 / - / 0.347
==> flip-flops by register name, summed over array words and instances (netlist names) <==
name	cells
pipeline_reg_out	37
trcd.ora.ram	32
==> cell families (layout without fill, tap and decap cells) <==
logic type / after synthesis / count (layout) / synth area share (%)
AND-OR/OR-AND: 33 / 33 / 9.74
flip-flops: 69 / 69 / 48.8
buffers and inverters: 54 / 263 / 11.6
AND/OR/NAND/NOR: 121 / 121 / 19.4
XOR/XNOR: 38 / 38 / 10.5
==> worst max-delay path by stage <==
stage                               start               end  slack, ns
after global routing      trcd.ora.ram[0]      rand_data[0]       0.01
after CTS             pipeline_reg_in[23]  ex_alu_result[1]     0.0002
final                 pipeline_reg_in[23]  ex_alu_result[1]       0.04
==> Yosys cell counts (all sizes together) <==
master / number
a21boi: 1
a21oi: 1
a311oi: 15
a31oi: 13
a41o: 1
and2: 1
and2b: 4
and3b: 2
buf: 45
clkbuf: 6
dfrtp: 31
dfstp: 1
dfxtp: 37
inv: 3
nand2: 48
nand3: 15
nand4: 2
nor2: 17
nor2b: 31
nor3b: 1
o21ai: 2
xnor2: 32
xor2: 6
==> worst reg2reg max path: cells and delay by family (launching register included) <==
kind / cells / cell delay, ns
AND-OR/OR-AND: 2 / 0.29
AND/OR/NAND/NOR: 1 / 0.12
flip-flops: 1 / 0.37
buffers and inverters: 2 / 0.27
==> power by group <==
group          total (mW)  switching [mW]  internal (mW)
sequential           2.88           0.309           2.57
combinational        3.26            1.21           2.04
clock                1.65           0.782          0.864
total                7.79            2.31           5.48
==> timing repair <==
action | 4_1_cts | 5_1_grt
gates resized | 104 | 13
buffers inserted | 29 | 0
endpoints found under the setup margin | 95 | 12
hold buffers | 0 | 0
pin swaps | 0 | 0
==> cell type report <==
class	instances	area, µm²
Clock buffer	10	138
Tap cell	136	170
Multi-Input combinational cell	192	1250
Inverter	3	15.0
Sequential cell	69	1560
Timing Repair Buffer	244	2180
Fill cell	954	4910
Clock inverter	6	62.6
==> layer usage <==
layer  wire, µm  share of wire, %  track usage, %  vias up
li1           -                 -               -     1421
met2       3970                44            26.9      106
met4        143               1.6            2.41        0
met5          0                 0               0        -
met3        621               6.9            4.45       12
met1       4270                47            24.4     1312
Power and IR drop assume default switching activity.
