==> design.v <==
module hazard_detection_unit
(
	input		[2:0]		decoding_op_src1,		 
	input		[2:0]		decoding_op_src2,		 
	input		[2:0]		ex_op_dest,				 
	input		[2:0]		mem_op_dest,			 
	input		[2:0]		wb_op_dest,				 
	output	reg				pipeline_stall_n		 
);
	always @ (*) begin
		pipeline_stall_n = 1;
		if( decoding_op_src1 != 0 &&
			(
				decoding_op_src1 == ex_op_dest	||
				decoding_op_src1 == mem_op_dest	||
				decoding_op_src1 == wb_op_dest	
			)
		)
			pipeline_stall_n = 0;
		if( decoding_op_src2 != 0 &&
			(
				decoding_op_src2 == ex_op_dest	||
				decoding_op_src2 == mem_op_dest	||
				decoding_op_src2 == wb_op_dest	
			)
		)
			pipeline_stall_n = 0;
	end
endmodule 
==> run.sh <==
#!/bin/bash
# OpenROAD 26Q1-2900-gdf79404cd8, Yosys 0.63+post, stock flow scripts
make -C /OpenROAD-flow-scripts/flow DESIGN_CONFIG=/design/flow/config.mk WORK_HOME=/design/flow/orfs finish
==> config.mk <==
export PLATFORM = sky130hd
export DESIGN_NAME = hazard_detection_unit
export DESIGN_NICKNAME = hazard_detection_unit
export VERILOG_FILES = /design/flow/design.v
export SDC_FILE = /design/flow/constraint.sdc
export NUM_CORES = 4
export LEC_CHECK = 1
export CORE_AREA = 10 10 70 70
export DIE_AREA = 0 0 80 80
==> constraint.sdc <==
current_design hazard_detection_unit

set clk_period 1.5
set clk_io_pct 0.2

create_clock -name clk0 -period $clk_period

set non_clock_inputs [all_inputs -no_clocks]
set_input_delay [expr $clk_period * $clk_io_pct] -clock clk0 $non_clock_inputs
set_output_delay [expr $clk_period * $clk_io_pct] -clock clk0 [all_outputs]
==> impl_metrics.env <==
# yosys + openroad results
export IMPL_status="complete, but fails checks"
export IMPL_violations="negative setup slack"
export IMPL_drive_above_1_share_pct=47.2
export IMPL_initialDrtViolationCount=14
export IMPL_topCellsByArea="xor2_1 60%, nor4_1 13%, nor3_1 6.4%"
export IMPL_nClkBuffers=0
export IMPL_ys_cells=31
export IMPL_post_route_period_util_pct=106
export IMPL_track_usage_pct=3.12
export IMPL_arrival_ns=1.28
export IMPL_finalHoldViolCount=0
export IMPL_drv_cap=0
export IMPL_drt_pass1_iter_count=2
export IMPL_io_buffer_count=16
export IMPL_wl_per_cell_um=10.2
export IMPL_yosys_warnings=1
export IMPL_top_cells_by_count="16 x xor2_1, 5 x nor4_1, 3 x nor3_1"
export IMPL_grt_pass1_wl_um=1630
export IMPL_top_area_cell="xor2_1"
export IMPL_netlist_area_um2=234
export IMPL_worst_setup_path_end_kind="output port"
export IMPL_slowest_delay_ns=0.24
export IMPL_gp_congestion=0.891
export IMPL_drcViolationCount=0
export IMPL_die_y_um=80
export IMPL_core_area_mm2=0.00342
export IMPL_ys_types=10
export IMPL_fp_util_pct=6.85
export IMPL_top_usage_layer="met2"
export IMPL_p_leak_nw=0.202
export IMPL_power_mw=0.135
export IMPL_antenna_found_initial=0
export IMPL_num_rows=21
export IMPL_slew_violations=0
export IMPL_routed_via_density=3.06
export IMPL_grt_pass1_vias=346
export IMPL_io_pin_count=16
export IMPL_min_period_ns=1.58
export IMPL_worstHoldStart="decoding_op_src2[0]"
export IMPL_final_cells=99
export IMPL_grt_max_degree=5
export IMPL_postCtsSetupRepairBufs=0
export IMPL_ys_area_um2=234
export IMPL_ys_seq_share_pct=0
export IMPL_power_density_mw_per_mm2=276
export IMPL_max_freq_ghz=0.632
export IMPL_setup_violations=1
export IMPL_synth_cells=31
export IMPL_die_x_um=80
export IMPL_use_met2_pct=5.54
export IMPL_met3_usage_pct=1.02
export IMPL_routed_wl_um=1010
export IMPL_ant_nets=0
export IMPL_tightest_slew_ns=0.260
export IMPL_seq_area_um2=0
export IMPL_cp_slowest_cell="nor4_1"
export IMPL_peakVddDrop_v=0.0000326
export IMPL_path_class="in -> out"
export IMPL_flop_count=0
export IMPL_overflow=0
export IMPL_n_antenna_cell=0
export IMPL_crit_fanout=4
export IMPL_startpoint_type="input port"
export IMPL_cp_startpoint="decoding_op_src1[0]"
export IMPL_rsz0062_at_grt="true"
export IMPL_dieArea_mm2=0.00640
export IMPL_path_cells="buf_8 > buf_6 > xor2_1 > nor4_2 > nor4_1 > o21a_1 > buf_2"
export IMPL_synth_top_cell_by_count="xor2_1"
export IMPL_vias=303
export IMPL_synth_area_per_cell_um2=7.55
export IMPL_max_slew_margin_rel_pct=82.5
export IMPL_warnings=34
export IMPL_dp_hpwl_um=870
export IMPL_worstHoldPathType="in -> out"
export IMPL_use_met1_pct=3.76
export IMPL_required_ns=1.20
export IMPL_placed_cells=99
export IMPL_area_growth_pct=109
export IMPL_layout_setup_ws_ns=-0.0834
export IMPL_top_cell_area_share_pct=59.9
worst max-delay path, delay by kind of cell:
family,cells,cell delay (ns)
xor gates and xnor gates,1,0.19
and+or+nand+nor,2,0.32
buffers and inverters,3,0.30
AOI/OAI and AO/OA,1,0.17
worst paths after layout:
kind | end | slack (ns) | cells past startpoint
max | pipeline_stall_n | -0.08 | 7
min | pipeline_stall_n | 1.13 | 5
final cells by class:
class / instances / area [um2]
inverter: 1 / 3.75
tap: 46 / 57.6
multi-input combinational: 30 / 249
fill: 388 / 2930
timing repair buffer: 22 / 178
routing by layer:
metal | vias to the layer above | part of all wire (%) | wire, um
met5 | - | 0 | 0
met4 | 0 | 0 | 0
met3 | 0 | 9.6 | 97
met2 | 9 | 49 | 498
met1 | 137 | 41 | 414
li1 | 157 | - | -
per-stage QoR:
| step | setup TNS [ns] | hold WS, ns | setup WS (ns) | cell area [um2] | util [%] |
|---|---|---|---|---|---|
| finish | -0.0834 | 1.13 | -0.0834 | 488 | 14.3 |
| global placement | -0.936 | 1.90 | -0.936 | 497 | 14.5 |
| floorplan | 0 | 0.769 | 0.266 | 234 | - |
| global route | -0.144 | 1.16 | -0.144 | 488 | 14.3 |
| detailed placement | -0.930 | 1.89 | -0.930 | 497 | 14.5 |
| CTS | -0.104 | 1.14 | -0.104 | 507 | 14.8 |
where the power goes:
part           switching (mW)  internal (mW)  total, mW  leakage, nW
logic                  0.0602         0.0744      0.135        0.202
clock network               0              0          0            0
registers                   0              0          0            0
cells by family (layout without fill, tap and decap cells):
group,after synthesis,in the layout,synth area share [%]
buf+inv,1,23,1.60
simple gates,10,10,26.7
compound gates,3,3,8.02
xor+xnor,17,17,63.6
cells in the final DEF (no fill, tap or decap), drive strengths merged:
master / netlist / routed
clkbuf: 0 / 4
xnor2: 1 / 1
nor4: 5 / 5
a31oi: 1 / 1
xor2: 16 / 16
o21a: 1 / 1
nor3: 4 / 4
a21oi: 1 / 1
inv: 1 / 1
nand2b: 1 / 1
buf: 0 / 15
clkdlybuf4s15: 0 / 3
timing repair:
item                       in CTS  in global routing
pin swaps                       9                  8
setup endpoints to repair       1                  1
resized                        60                  9
hold buffers                    0                  0
Power is estimated from default activity; no workload was simulated.
