**design/flow/design.v**
```verilog
`timescale 1ns/1ps
module WB_stage
(
	input		[36:0]		pipeline_reg_in,	 
	output					reg_write_en,
	output		[2:0]		reg_write_dest,
	output		[15:0]		reg_write_data,
	output		[2:0]		wb_op_dest
);
	wire [15:0]	ex_alu_result = pipeline_reg_in[36:21];
	wire [15:0]	mem_read_data = pipeline_reg_in[20:5];
	wire		write_back_en = pipeline_reg_in[4];
	wire [2:0]	write_back_dest = pipeline_reg_in[3:1];
	wire		write_back_result_mux = pipeline_reg_in[0];
	assign reg_write_en = write_back_en;
	assign reg_write_dest = write_back_dest;
	assign reg_write_data = (write_back_result_mux)? mem_read_data : ex_alu_result;
	assign wb_op_dest = pipeline_reg_in[3:1];
endmodule 
```
**design/flow/run.sh**
```bash
#!/bin/bash
# OpenROAD 26Q1-2900-gdf79404cd8, Yosys 0.63+post, stock flow scripts
make -C /OpenROAD-flow-scripts/flow DESIGN_CONFIG=/design/flow/config.mk WORK_HOME=/design/flow/orfs finish
```
**design/flow/config.mk**
```make
export PLATFORM = sky130hd
export DESIGN_NAME = WB_stage
export DESIGN_NICKNAME = WB_stage
export VERILOG_FILES = /design/flow/design.v
export SDC_FILE = /design/flow/constraint.sdc
export NUM_CORES = 4
export LEC_CHECK = 1
export CORE_AREA = 10 10 70 70
export DIE_AREA = 0 0 80 80
```
**design/flow/constraint.sdc**
```tcl
current_design WB_stage

set clk_period 1.0
set clk_io_pct 0.2

create_clock -name clk0 -period $clk_period

set non_clock_inputs [all_inputs -no_clocks]
set_input_delay [expr $clk_period * $clk_io_pct] -clock clk0 $non_clock_inputs
set_output_delay [expr $clk_period * $clk_io_pct] -clock clk0 [all_outputs]
```
==> run summary <==
Physical design

The run finished, with violations left. The checks that failed: negative setup slack. The number of warnings reported in the stage logs is 34. In the post-route analysis, the smallest setup slack over all paths is -161 ps. The number of antenna diodes stands at 0.

The flop count stands at 0. The share of total power dissipated in sequential elements is 0. The floorplan has 21 rows. The final RePlAce weighted congestion stands at slightly below 0.9. Per the OpenROAD floorplan log, the area of the die is 6400 µm². The number of top-level design ports stands at roughly 60.

The combinational power share stands at 1.000. The cell that appears most often on the critical path is buf_12. The part of the Yosys area used for sequential elements stands at 0. In the final layout, the share of cells above drive strength 1 is 0.529.

The power report attributes to the clock group a share of 0. The critical path's largest stage delay stands at 280 ps. The top achievable clock speed stands at 862 MHz. For the pin with the worst max-slew slack, the measured transition is between 70 and 80 ps.

The number of slew-limit violations in the final report stands at 0. The cell-mix breakdown from Yosys lists the XOR/XNOR area share as 0. The initial antenna violation count stands at 0.

The distinct cell type count of the synthesized netlist stands at 5. The cell area after synthesis stands at between 300 and 400 µm². Looking at hold timing, the worst path starts from pipeline_reg_in[1]. The average via count per standard cell stands at 3.15. The post-route setup TNS stands at -1100 ps.

By instance count after routing, the leading logic cell types are 31 x dlygate4sd2_1, 16 x mux2_4, 12 x buf_6. After clock tree synthesis, the flow added hold-fix buffers numbering 0. The sequential cell area stands at 0 µm².

The worst IR drop on VDD stands at 0.124 mV. STA classifies the critical path startpoint as a primary input. The synth_stat.txt file lists the number of cells as 25. The worst setup path is of the primary input to output port kind. STA classifies the critical path endpoint as an output port. For this run, the share of the core covered by cells in the final layout is 0.241. The static leakage stands at between 0.4 and 0.5 nW. According to the report, the first pass of detailed routing completed in 2 iterations.

The data required time of the critical path stands at 800 ps. The script computed a power per unit cell area of 388 nW/µm². Between the synthesized netlist and the finished layout, the area growth was recorded as 173%. The wire-length estimate of the detail-placed layout is 1380 µm. The internal power contribution stands at 0.246 mW. STA on the placed design reports a worst setup slack of -854 ps. The net switching power stands at roughly 0.073 mW. The area inside the core boundary stands at 3420 µm². The net switching fraction of the power stands at 0.229.

The critical path's slowest stage uses the library cell mux2_4. The quantity of I/O buffers inserted on ports stands at 49. The final-layout clock buffer total stands at 0. The first global-routing pass estimated 2330 µm of wire. The endpoint of the worst hold path is reported as reg_write_dest[0].

Detailed routing inserted a total of 359 vias. Yosys shows that the main logic family after synthesis is multiplexers. The final critical path time including I/O delays and setup stands at 1160 ps. The final worst-path cycle share stands at 1.16. STA puts the critical path data arrival time at 960 ps. TritonRoute reported its final design rule violation total as 0. The detailed-route wire length per cell stands at 14.1 µm. The last timing report of the flow puts the setup violation total at 16. Setup repair after global routing could not meet its margin everywhere. The total wire length stands at 1610 µm. The filler cell count stands at 370. The average size of a mapped cell stands at 12.1 µm². The post-placement cell area stands at 786 µm². The simple-gate portion of the synthesized area stands at 0.

Per STA, the worst path accumulates the most delay in the family buffers and inverters. Looking at the critical path, the highest net fanout was 7. Once layout is done, the placed cells without fillers occupy about 820 µm². The cell count after synthesis came out at 25. The hold-critical path depth stands at 0.

Yosys reports a chip area of 302 µm². The combined buffer and inverter count along the critical path stands at 4. In the floorplan report the effective utilization is 0.0883. Hold is met by 400 ps. The final timing report lists a hold violation count of 0. The adder and majority gate portion of the synthesized area stands at 0. Traced cell by cell, the critical path runs through buf_12 -> buf_16 -> buf_12 -> mux2_4 -> buf_2.

The number of warning messages in the yosys log stands at 0. The sum of overflow across all layers after global routing stands at 0. Yosys reports the multiplexer fraction of the synthesized area as 0.722. The detailed router's first-iteration violation count stands at 1.

The min-delay analysis places its worst path in the category primary input to output port. Among logic cells in the layout, the one with the most instances is dlygate4sd2_1. The worst max-slew margin expressed relative to the limit stands at 0.948. Entering global routing, the biggest net connects 9 pins. The die span in x stands at about 80 µm. Max-cap violations in this run came to 0.

Across every metal layer, demand over resource in global routing totals 0.0457. The remaining antenna violation count stands at 0. The vertical extent of the die stands at 80 µm. The aoi/oai-family share of the synthesized area stands at 0. The via count of the first global-routing pass is 422.
==> per-stage QoR <==
stage	cells	total power [mW]
global route	114	0.341
floorplan	25	0.106
detailed placement	112	0.323
global placement	112	0.322
finish	114	0.319
CTS	114	0.295
==> kinds of logic after synthesis <==
family,Yosys count
multiplexers,16
buffers and inverters,9
==> worst max path at each step <==
stage / start / to / slack, ps / cells past startpoint
4_1_cts: pipeline_reg_in[0] / reg_write_data[6] / -160 / 5
5_1_grt: pipeline_reg_in[0] / reg_write_data[4] / -180 / 5
6_report: pipeline_reg_in[0] / reg_write_data[6] / -160 / 5
==> Yosys cell counts, drive strengths merged <==
master / count / area (µm²)
mux2: 16 / 218
buf: 9 / 83.8
==> power groups by stage <==
stage | logic (mW) | registers (mW) | clock network, mW
finish | 0.319 | 0 | 0
global route | 0.341 | 0 | 0
CTS | 0.295 | 0 | 0
==> area by class of cell <==
class / count / area [µm²] / share of cell area
Multi-Input combinational cell: 16 / 240 / 0.292
Timing Repair Buffer: 52 / 524 / 0.638
Tap cell: 46 / 57.6 / 0.0700
==> routing by layer <==
layer / part of all wire / wire length [µm] / global-route usage / vias to the layer above
met5: 0 / 0 / 0 / -
met4: 0 / 0 / 0 / 0
met3: 0.27 / 440 / 0.0477 / 0
met2: 0.31 / 498 / 0.0610 / 49
met1: 0.42 / 667 / 0.0527 / 140
li1: - / - / - / 170
==> repair_timing <==
item                                    4_1_cts  5_1_grt
gates resized                               100        7
endpoints found under the setup margin       16       16
gates cloned                                  1        0
buffers inserted                              1        0
hold endpoints to repair                      0        0
No activity file was given, so power comes from the tool's default toggle rates.
