==> flow/design.v <==
`timescale 1ns/1ps
module IF_stage
(
	input							clk,
	input							rst,				 
    input   [15:0]                  irst_reg_data, 
    output                          irst_done, 
	input							instruction_fetch_en,
	input	[5:0]					branch_offset_imm,
	input							branch_taken,
	output	[8-1:0]		    pc, 
    output                          write_en,  
    input   [2:0]                   rand_data
);
    localparam  FUNC = 2'b00; 
    localparam  FTI  = 2'b01; 
    localparam  MIS  = 2'b10; 
    localparam  DONE = 2'b11; 
    reg     [8-1:0]         pc_reg, next_pc; 
    reg     [1:0]                   state, next_state; 
    reg     [5:0]                   cntr, next_cntr; 
    reg                             trigger; 
    wire                            toggle; 
    assign irst_done = (state==DONE); 
    assign write_en = (state==MIS); 
    assign pc = (state==FUNC)?pc_reg:{(state==MIS), pc_reg[8-2:0]};
    assign toggle = (state!=FUNC)&&(next_pc>irst_reg_data[14:8]); 
    always @* begin 
        case(irst_reg_data[7:6]) 
        2'b01: trigger = rand_data[0]; 
        2'b10: trigger = rand_data[0]&rand_data[1]; 
        2'b11: trigger = rand_data[0]&rand_data[1]&rand_data[2]; 
        default 
            trigger = 1'b1; 
        endcase
    end 
    always @* begin 
        case(state) 
        FTI  : next_cntr=(next_state==MIS)?cntr+1'd1:cntr; 
        DONE : next_cntr=5'd0; 
        default 
            next_cntr=cntr; 
        endcase 
    end 
    always @* begin 
        case(state) 
        FUNC : next_state=(irst_reg_data[15])?FTI:FUNC; 
        FTI  : begin  
            if(cntr<irst_reg_data[5:0]) 
                next_state=(toggle)?MIS:FTI; 
            else 
                next_state=(toggle)?DONE:FTI; 
        end 
        MIS  : next_state=(toggle&&trigger)?FTI:MIS; 
        default  
            next_state = (irst_reg_data[15])?DONE:FUNC; 
        endcase  
    end 
    always @* begin 
        if(instruction_fetch_en) begin
			if(branch_taken)
				next_pc=pc_reg + {{(8-6){branch_offset_imm[5]}}, branch_offset_imm[5:0]};	
			else
				next_pc=pc_reg + 8'd1;
		end else 
            next_pc=pc_reg; 
    end 
	always @ (posedge clk or posedge rst) begin
	    if (rst) begin
	        pc_reg  <= 8'b0;
            state   <= FUNC; 
            cntr    <= 8'd0; 
	    end else begin
            pc_reg  <= (toggle)?8'b0:next_pc;
            state   <= next_state; 
            cntr    <= next_cntr; 
		end
	end
endmodule 
==> flow/run.sh <==
#!/bin/bash
# OpenROAD 26Q1-2900-gdf79404cd8, Yosys 0.63+post, stock flow scripts
make -C /OpenROAD-flow-scripts/flow DESIGN_CONFIG=/design/flow/config.mk WORK_HOME=/design/flow/orfs finish
==> flow/config.mk <==
export PLATFORM = sky130hd
export DESIGN_NAME = IF_stage
export DESIGN_NICKNAME = IF_stage
export VERILOG_FILES = /design/flow/design.v
export SDC_FILE = /design/flow/constraint.sdc
export NUM_CORES = 4
export LEC_CHECK = 1
export CORE_AREA = 10 10 103 103
export DIE_AREA = 0 0 113 113
==> flow/constraint.sdc <==
current_design IF_stage

set clk_period 4.1
set clk_io_pct 0.2

create_clock -name clk0 -period $clk_period [get_ports {clk}]

set non_clock_inputs [all_inputs -no_clocks]
set_input_delay [expr $clk_period * $clk_io_pct] -clock clk0 $non_clock_inputs
set_output_delay [expr $clk_period * $clk_io_pct] -clock clk0 [all_outputs]
==> results.toml <==
# yosys + openroad results
[synth]
yosysTopAreaCell = "dfrtp_1"
async_reset_ff_share_pct = 100
syn_avg_cell_area_um2 = 8.79
synth_cell_types = 47
topCellsByArea = "dfrtp_1, ha_1, inv_1"
edf_count = 0
yosysWarningCount = 1
ys_sh_simple_pct = 14.5
yosys_cells = 185
compound_area_share_pct = 26.2
ys_sh_xor_pct = 4.23
yosysSeqAreaShare_pct = 24.6
synth_adder_area_share_pct = 16.6
mux_area_share_pct = 4.62
syn_area_mm2 = 0.00163
top_cell = "inv_1"
ff_type = "dfrtp_1"
ys_top_logic_family = "AND-OR/OR-AND gates"
top_area_share_pct = 24.6
ys_area_mm2 = 0.00163
ys.flops = 16
synthCells = 185
top_cells_by_count = "inv_1, ha_1, dfrtp_1"

[global_routing]
grt_pass1_vias = 1520
grt_overflow = 0
grt_usage_pct = 6.62
grt_antenna_before_repair = 0
grt_max_degree = 17
grt_pass1_wl_mm = 7.27

[clock_tree]
h-tree-depth = 1
root_buffer = "clkbuf_8"
postCtsHoldBufs = 0
cts_buffers = 3
cts_tree = "yes"
cts.sinks = 16
clk_latency_ns = 0.25
clk_pin_slew_ns = 0.07
cts_max_path_buffers = 2

[timing]
slew_headroom_pct = 56.9
report.final.slew_viol_count = 0
rsz0062_at_grt = "false"
final_hold_viol_count = 0
skew_ns = 0.00581
fmax_mhz = 252
post-route-min-period_ns = 3.97
worst_slew_pin_slew_ns = 0.646
fin_crit_sh_pct = 96.8
setup_viol = 0

[cells_and_area]
finish.instance_area_mm2 = 0.00248
area_growth_syn_to_layout_pct = 52.8
layout-drive-gt1-share_pct = 27.1
largest_reg_flops = 8

[die]
chipHeight_um = 113
rows = 33
io_pins = 39
initial_core_util_pct = 19.6
core_mm2 = 0.00830
die_w_um = 113
die_area_mm2 = 0.0128

[placed_design]
place_area_mm2 = 0.00222
place_congestion = 0.827
dp_hpwl_mm = 3.47
portBuffers = 38

[power]
p_seq_share_pct = 22.5
p_leak_nw = 1.09
switchingPower_w = 0.000639
p_comb_share_pct = 68.4
power_w = 0.00152
ir_worst_vdd_uv = 229
p_sw_share_pct = 42.1
power_density_mw_per_mm2 = 611
p_int_w = 0.000878
clkPwrFrac_pct = 9.2

[route]
diodes = 0
vias = 1491
wl_per_cell_um = 12.4
viasPerCell = 4.32
routed_wirelength_mm = 4.26
drc = 0
drtIter0Drc = 32
firstDrtPassIters = 4
final_antenna_net_count = 0

[worst_setup_path]
crit_required_ns = 4.22
crit_chain = "clkdlybuf4s50_1 > and2_4 > ha_4 > o211ai_1 > o21ai_2 > xor2_1 > mux2_2 > ha_1 > nand4_1 > a21oi_2 > or4_4 > a211o_4 > nand4_1 > o221ai_1"
critPathCaptureType = "register"
crit_type = "in2reg"
cpMaxStageDelayCell = "or4_4"
cp-start-kind = "primary input"
critical_path_arrival_ns = 4.09
cp_slowest_stage_delay_ns = 0.50
cpMostUsedCell = "nand4_1"
cp_max_fo = 5

[status]
status = "complete, no violations"

[hold_path]
worstHoldPathType = "reg2reg"

[run]
max-cap-violations = 0
tool_warnings = 25
metal layers:
layer | GRT usage (%) | share of wire, % | up-vias
li1 | - | - | 783
met1 | 9.86 | 51 | 673
met2 | 10.1 | 43 | 33
met3 | 1.28 | 5.2 | 2
met4 | 0.423 | 0.28 | 0
met5 | 0 | 0 | -
kinds of logic after synthesis:
group | count (synthesis)
DFF | 16
xor gates and xnor gates | 7
and+or+nand+nor | 47
AOI/OAI and AO/OA | 54
muxes | 7
buffers and inverters | 33
adders and majority gates | 21
timing repair:
action                                  CTS  global route
hold endpoints to repair                  0             0
setup buffers                             4             0
resized                                  14            22
endpoints found under the setup margin    9             9
pin swaps                                 7            20
layout by cell type (no fill, tap or decap), types with 5 or more instances in the layout:
master,n
a21oi_1,9
buf_4,23
clkdlybuf4s50_1,35
dfrtp_1,16
ha_1,14
ha_4,5
inv_1,21
nand2_1,12
nor2_1,9
o21a_1,5
o21ai_0,6
per-stage QoR:
step           hold WS, ns  std cells  utilization, %  setup TNS, ns  setup slack (ns)
2_1_floorplan        0.523        185               -              0            0.0919
3_3_place_gp         0.557        337            26.7          -4.03            -0.456
3_5_place_dp         0.565        337            26.7          -4.34            -0.479
4_1_cts              0.581        345            28.6              0            0.0227
5_1_grt              0.644        345            29.9              0          0.000865
6_report             0.576        345            29.9              0             0.131
layout make-up:
cell class | instances | area, um^2
inverter | 23 | 86.3
fill | 852 | 5820
tap | 105 | 131
multi-input combinational | 136 | 1260
timing repair buffer | 61 | 553
clock buffer | 4 | 55.1
sequential | 16 | 400
worst max-delay path: cells and delay by family:
kind            cells  cell delay [ns]
compound gates      5             0.95
xor+xnor            1             0.14
buf+inv             1             0.46
fa+ha+maj           2             0.50
simple gates        4             0.94
mux                 1             0.29
path summary, 6_finish.rpt:
kind / start / end / slack, ns / depth (start not counted)
worst max-delay path: branch_offset_imm[2] / cntr[1] / 0.13 / 14
worst min-delay path: cntr[1] / cntr[1] / 0.58 / 2
worst max register to register: pc_reg[0] / cntr[1] / 0.64 / 13
worst min register to register: cntr[1] / cntr[1] / 0.58 / 2
max in group asynchronous: rst / cntr[0] / 2.72 / 2
min in group asynchronous: rst / cntr[1] / 0.97 / 2
power by group through the flow:
stage	clock network [W]	logic, W	registers (W)
CTS	0.000143	0.000958	0.000335
global route	0.000152	0.00116	0.000359
finish	0.000139	0.00104	0.000341
Power and IR drop assume default switching activity.
